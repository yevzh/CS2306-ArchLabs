==> /design/flow/design.v <==
`timescale 1ns / 1ps
module dataMemory(
    input clk,
    input [31:0] address,
    input [31:0] writeData,
    input memWrite,
    input memRead,
    output reg [31:0] readData
    );
    reg [31:0] memFile [0:63];
    always @ (memRead or address)
    begin
        if(memRead)
        begin
            if(address<=63)
                readData=memFile[address];
            else
                readData=0;
        end
    end
    always @ (negedge clk)
    begin
        if(memWrite&&address<=63)
            memFile[address]=writeData;
    end    
endmodule
==> /design/flow/run.sh <==
#!/bin/bash
# OpenROAD 26Q1-2900-gdf79404cd8, Yosys 0.63+post, stock flow scripts
make -C /OpenROAD-flow-scripts/flow DESIGN_CONFIG=/design/flow/config.mk WORK_HOME=/design/flow/orfs finish
==> /design/flow/config.mk <==
export PLATFORM = sky130hd
export DESIGN_NAME = dataMemory
export DESIGN_NICKNAME = dataMemory
export VERILOG_FILES = /design/flow/design.v
export SDC_FILE = /design/flow/constraint.sdc
export NUM_CORES = 4
export LEC_CHECK = 1
export CORE_UTILIZATION = 30
==> /design/flow/constraint.sdc <==
current_design dataMemory

set clk_period 9.5
set clk_io_pct 0.2

create_clock -name clk0 -period $clk_period [get_ports {clk}]

set non_clock_inputs [all_inputs -no_clocks]
set_input_delay [expr $clk_period * $clk_io_pct] -clock clk0 $non_clock_inputs
set_output_delay [expr $clk_period * $clk_io_pct] -clock clk0 [all_outputs]
==> flow_metrics.env <==
# physical design summary
export IMPL_min_path_type="in -> reg"
export IMPL_wl_um=281000
export IMPL_grt_pass1_wl_um=393000
export IMPL_place_hpwl_um=172000
export IMPL_vias=51200
export IMPL_untimed_endpoints=64
export IMPL_drv_slew=0
export IMPL_final_common_cell="inv_1"
export IMPL_cap_viol_max_count=0
export IMPL_warning_count=1028
export IMPL_track_usage_pct=22.4
export IMPL_rows=189
export IMPL_numCtsBuffers=212
export IMPL_holdPathStages=1
export IMPL_syn_inst=4192
export IMPL_leakagePower_nw=40.8
export IMPL_antenna_found_initial=13
export IMPL_yosys_area_top_type="edfxtp_1"
export IMPL_setup_worst_path_class="in -> reg"
export IMPL_netlist_area_mm2=0.0800
export IMPL_final_setup_tns_ps=0
export IMPL_fp_utilization_pct=30.2
export IMPL_drc_errors=0
export IMPL_syn_area_per_cell_um2=19.1
export IMPL_crit_required_ps=5240
export IMPL_grt_pass1_vias=57826
export IMPL_tightest_slew_ps=1260
export IMPL_setup_violations_final=0
export IMPL_die_area_mm2=0.269
export IMPL_ys_flops=2080
export IMPL_die_w_um=518
export IMPL_ioPinCount=99
export IMPL_die_h_um=518
export IMPL_htree_levels=4
export IMPL_slew_headroom_pct=15.2
export IMPL_clk_pin_slew_ps=30
export IMPL_hold_viol=0
export IMPL_drive_gt1_share_pct=17.2
export IMPL_viasPerCell=4.97
export IMPL_status="completed"
export IMPL_ir_worst_vdd_mv=0.208
export IMPL_ant_nets=0
export IMPL_postCtsSetupBuffers=0
export IMPL_yosysChipArea_mm2=0.0800
export IMPL_cts_tree="done"
export IMPL_yosys_cell_types_count=77
export IMPL_start_kind="input pin"
export IMPL_edf_count=2048
export IMPL_ys_cells=4192
export IMPL_flop_cell="edfxtp_1"
export IMPL_cts_resized=0
export IMPL_top_area_share_pct=76.8
export IMPL_worstPathMaxFanout=17
export IMPL_ctsRootBufferMaster="clkbuf_16"
export IMPL_power_density_mw_per_mm2=228
export IMPL_holdPathEnd="memFile[53][23]"
export IMPL_core_area_mm2=0.265
export IMPL_clk_path_buf_depth=3
export IMPL_synth_warnings=1
export IMPL_layout_top_cells="inv_1, edfxtp_1, o22ai_1"
export IMPL_holdBufCountCts=0
export IMPL_first_pass_iters=25
export IMPL_gp_routability_congestion=1.01
export IMPL_fin_util_pct=38.8
export IMPL_topCellsByArea="edfxtp_1, mux4_2, mux2_2, o22ai_1, mux2i_1"
export IMPL_crit_arrival_ps=4470
export IMPL_port_buffers=98
export IMPL_min_delay_start="writeData[23]"
export IMPL_area_delta_synth_final_pct=28.7
export IMPL_async_reset_ff_share_pct=0
export IMPL_rsz0062_at_grt="no"
export IMPL_unclocked_pins=32
export IMPL_grt_overflow_total=0
export IMPL_routedWlPerCell_um=27.2
export IMPL_end_kind="flop"
export IMPL_drtIter0Drc=4065
export IMPL_grt_max_degree=74
[stage by stage]
step	power (mW)	setup WS (ps)	cell area [µm²]	hold WS, ps	instances
2_1_floorplan	11.9	-837	80200	6750	4192
3_3_place_gp	12.5	-130	87600	6980	7865
3_5_place_dp	12.5	-52.9	87600	6990	7865
4_1_cts	23.7	794	103000	6130	10305
5_1_grt	24.8	690	103000	6120	10308
6_report	23.4	773	103000	6160	10312
[metal layers]
layer	track usage, %	vias up	routed length [µm]
met4	13.4	18	16700
met5	0.978	-	334
met3	20.2	587	50500
met1	22.0	24729	87700
li1	-	22299	-
met2	30.6	3567	125000
[power breakdown]
group | leakage (nW) | internal [mW] | switching [mW]
logic | 7.50 | 0.292 | 0.826
registers | 18.6 | 10.0 | 0.00000000266
clock network | 14.7 | 6.48 | 5.81
[final cells by class]
class | count | area [µm²]
fill | 23406 | 162000
sequential | 2080 | 62000
multi-input combinational | 1813 | 16400
clock inverter | 2229 | 10100
clock buffer | 212 | 5310
timing repair buffer | 428 | 4690
tap | 3533 | 4420
inverter | 10 | 50.0
antenna | 7 | 17.5
[how the worst max path moves through the flow]
stage,slack (ps),cells past startpoint,to,startpoint
4_1_cts,790,10,memFile[32][2],address[6]
5_1_grt,690,10,memFile[32][31],address[6]
6_report,770,10,memFile[33][11],address[6]
[cells by family (layout without fill, tap and decap cells)]
| family | count (synthesis) | after routing | synth area share [%] |
|---|---|---|---|
| AOI/OAI and AO/OA | 891 | 891 | 7.87 |
| and+or+nand+nor | 389 | 389 | 2.22 |
| DFF | 2048 | 2048 | 76.8 |
| buffers and inverters | 299 | 2879 | 2.73 |
| muxes | 533 | 533 | 9.74 |
| latches | 32 | 32 | 0.600 |
| other | 0 | 7 | 0 |
[flip-flops by register name (all words and copies together), names as in the netlist]
register	flops
memFile	2048
readData	32
[critical path: stages]
cell	delay (ps)
clkdlybuf4s50_1	410
nor4_1	370
nand4_1	160
nor2_1	350
buf_4	220
and3_1	230
nand2_1	130
buf_4	270
nor2_4	190
buf_12	200
[Yosys cell counts (41+ instances only)]
cell type	instances
a21oi_1	104
a2bb2oi_1	43
o221ai_1	142
a221oi_1	52
nand2_1	105
buf_4	55
buf_6	61
o22ai_1	286
edfxtp_1	2048
o21ai_0	94
clkbuf_1	41
nor2_1	170
mux2i_1	171
mux2_2	186
buf_2	107
mux4_2	150
Power and IR drop assume default switching activity.
