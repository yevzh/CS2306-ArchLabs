**/design/flow/design.v**
```verilog
`timescale 1ns / 1ps
module Registers(
    input [25:21] readReg1,
    input [20:16] readReg2,
    input [4:0] writeReg,
    input [31:0] writeData,
    input regWrite,
    input clk,
    output reg [31:0] readData1,
    output reg [31:0] readData2
    );
    reg [31:0] regFile [31:0];
    always @ (readReg1 or readReg2)
    begin
        readData1=regFile[readReg1];
        readData2=regFile[readReg2];
    end
    always @ (negedge clk)
    begin
        if(regWrite)
            regFile[writeReg]=writeData;
        end
endmodule
```
**/design/flow/constraint.sdc**
```tcl
current_design Registers

set clk_period 6.8
set clk_io_pct 0.2

create_clock -name clk0 -period $clk_period [get_ports {clk}]

set non_clock_inputs [all_inputs -no_clocks]
set_input_delay [expr $clk_period * $clk_io_pct] -clock clk0 $non_clock_inputs
set_output_delay [expr $clk_period * $clk_io_pct] -clock clk0 [all_outputs]
```
**/design/flow/config.mk**
```make
export PLATFORM = sky130hd
export DESIGN_NAME = Registers
export DESIGN_NICKNAME = Registers
export VERILOG_FILES = /design/flow/design.v
export SDC_FILE = /design/flow/constraint.sdc
export NUM_CORES = 4
export LEC_CHECK = 1
export CORE_UTILIZATION = 40
```
**/design/flow/run.sh**
```bash
#!/bin/bash
# OpenROAD 26Q1-2900-gdf79404cd8, Yosys 0.63+post, stock flow scripts
make -C /OpenROAD-flow-scripts/flow DESIGN_CONFIG=/design/flow/config.mk WORK_HOME=/design/flow/orfs finish
```
==> flow_summary.ini <==
; generated from flow reports
[status]
status = finished with violations
violations = setup timing

[synthesis]
ys_warn_count = 1
synth_area_leader_cell = edfxtp_1
aoi_share = 0.0805
yosysChipArea_sq_um = 48800
synth_cell_types = 24
ys_top_logic_family = multiplexers
mux_area_frac = 0.210
avgSynthCellArea_sq_um = 14.4
synth_flops = 1024
synth-adder-area-share = 0
post-synth-top-area-fraction = 0.631
topCellsByArea = edfxtp_1 (63%), mux2i_1 (21%), a22oi_1 (3.0%), a22o_1 (2.3%), nand3_1 (2.0%)
yosys_cells = 3387
yosysSeqAreaShare = 0.631
postSynthCellCount = 3387
simple_gate_area_frac = 0.0472
synth_area_sq_um = 48800
ys_sh_xor = 0

[clock_network]
cts.path.max_buffers = 3
numCtsBuffers = 111
cts_tree = done
cts.clk_slew.worst_paths_ns = 0.05
htree_num_levels = 3
cts_sinks = 1024
root_buffer = clkbuf_16

[global_routing]
antenna_found_initial = 3
grt_pass1_vias = 37900
overflow = 0
grt_pass1_wl_um = 221000
grt_max_degree = 77
grt_usage = 0.264

[route]
routed-via-count = 34600
firstDrtPassIters = 5
routed_wl_um = 151000
drt_iter0_drc = 2077
drc = 0
wire_per_inst_um = 23.9
avgViaCountPerCell = 5.48
ant_nets = 0

[min_path]
hold-path-endpoint = readData2[14]
min-delay-start = readReg2[17]
hp-class = in2out
min_path_cells = 6

[run]
warnings = 1030
cap_violations = 0

[critical_path]
crit_path_end_kind = output pin
cp-start-kind = register
arrival_ns = 5.54
cpMaxStageDelayCell = edfxtp_1
crit_fanout = 2
cp_data_required_time_ns = 5.44
cpPeakStageDelay_ns = 0.39
cp_num_buf_inv = 1
path_class = reg2out
cp_cell_sequence = mux2i_1 > a22o_1 > nor3_2 > a31oi_1 > nand3_2 > buf_2
cp_top_family = AND-OR/OR-AND gates

[placement]
gp_congestion = 0.916
dp_slack_ns = -0.0207
numPortBuffers = 112
numPlacedInstances = 5096
post-dp-hpwl_um = 91200

[sta]
tightest_slew_ns = 1.11
slew_headroom = 0.258
setup_ws_ns = -0.105
hold_violations = 0
finalSetupViolations = 24
rsz0062_at_grt = true
hold_ws_ns = 3.70
slew_violations = 0

[power]
p_comb_frac = 0.083
clock_power_share = 0.503
vdd_drop_max_mv = 0.265
power.density_nw_per_um2 = 276
sw_frac_of_total = 0.285
p_int_uw = 12300
leakagePower_uw = 0.0270
p_switching_uw = 4900
seqPwrFrac = 0.414

[finish]
layout.cells.non_filler = 6317
final_common_cell = inv_1
syn_to_final_growth_pct = 27.8
lay_top_cells = inv_1 (1050), mux2i_1 (1024), edfxtp_1 (1024), nand2_1 (193)
largest_reg_flops = 1024
drive_above_1_share = 0.146
nFillCells = 9811

[floorplanning]
fp_util = 0.405
die_area_sq_um = 123000
floorplan.rows = 127
coreArea_sq_um = 120000
die_width_um = 351
die_y_um = 351
io_pins = 113
-- metrics by stage --
step                 util  area [sq um]  TNS (ns)  power [uW]
global placement    0.444         53500   -0.0175        9430
finish              0.517         62300     -1.11       17200
CTS                 0.516         62100     -2.47       17400
floorplan               -         48800   -159.40        8800
detailed placement  0.444         53500   -0.0207        9430
global route        0.517         62300     -5.27       18200
-- worst max path at each step --
stage | start | end | slack, ns | depth (start not counted)
6_report | regFile[0][11] | readData2[11] | -0.10 | 6
4_1_cts | regFile[7][3] | readData1[3] | -0.12 | 7
5_1_grt | regFile[0][11] | readData2[11] | -0.22 | 6
-- cells by family (layout without fill, tap and decap cells) --
logic type,Yosys count,after routing
AOI/OAI and AO/OA,576,576
buffers and inverters,254,1571
DFF,1024,1024
muxes,1024,1024
other,0,1
and+or+nand+nor,509,509
-- routing by layer --
metal | part of all wire | wire, um | track usage | up-vias
met5 | 0.00083 | 126 | 0.00667 | -
met4 | 0.027 | 4120 | 0.108 | 10
met3 | 0.13 | 20000 | 0.169 | 254
met2 | 0.45 | 68500 | 0.365 | 1746
met1 | 0.39 | 58500 | 0.342 | 16800
li1 | - | - | - | 15900
-- what timing repair did --
item | in CTS | in global routing
pin swaps | 153 | 98
hold buffers | 0 | 0
setup endpoints to repair | 64 | 62
gates resized | 406 | 41
setup buffers | 3 | 1
cloned | 0 | 0
-- cell usage after synthesis (all sizes together) --
library cell	count
inv	1
a22oi	192
nor2	35
or2	2
a21oi	192
nor3	64
and2	2
mux2i	1024
edfxtp	1024
clkbuf	77
nand2	195
nand2b	4
nand3b	5
or3b	3
a22o	128
or3	1
a31oi	64
buf	176
nor2b	4
nand3	194
-- final cells by class --
cell class,instances,area [sq um],share of cell area
diodes,1,2.50,0.0000402
clock buffers,116,2900,0.0466
clock inverters,1115,4830,0.0775
multi-input cells,2109,18200,0.292
flip-flops and latches,1024,30700,0.494
well taps,1612,2020,0.0324
repair buffers,340,3600,0.0578
-- power groups by stage --
stage         Sequential, uW  Clock, uW  Combinational (uW)
CTS                     7110       8890                1400
finish                  7110       8650                1420
global route            7110       9620                1500
Power figures rest on the tool's default switching activity, not on a simulated workload.
